File: flow/design.v
module Branch_Predictor
(
    clk_i, 
    rst_i,
    ALUResult_i, 
    EX_Branch_i,
    EX_PC_i,
    EX_Predict_i,
    EX_immExtended_i, 
	Predict_o,
    PC_o, 
    IF_ID_EX_Flush_o,
);
input clk_i, rst_i;
input EX_Branch_i;
input EX_Predict_i;
input [31:0] ALUResult_i;
input [31:0] EX_PC_i;
input [31:0] EX_immExtended_i;
output Predict_o, IF_ID_EX_Flush_o;
output [31:0] PC_o;
reg [1:0] BHT;
assign Predict_o = (BHT[1] == 1) ? 1 : 0;
assign IF_ID_EX_Flush_o = (EX_Branch_i && (EX_Predict_i != (ALUResult_i == 0))) ? 1 : 0;
assign PC_o = (EX_Predict_i) ? EX_PC_i + 4 : EX_PC_i + (EX_immExtended_i << 1);
always@(posedge clk_i or negedge rst_i) begin
    if(~rst_i) begin
        BHT <= 2'b11;
    end 
    else if(EX_Branch_i) begin
        if(EX_Predict_i == (ALUResult_i == 0)) begin  
            if(BHT[1]) begin 
                BHT = 2'b11;
            end
            else begin
                BHT = 2'b00;
            end
        end
        else begin  
            if(BHT == 2'b11) begin
                BHT <= 2'b10;
            end
            else if(BHT == 2'b10) begin
                BHT <= 2'b01;
            end 
            else if(BHT == 2'b01) begin
                BHT <= 2'b10;
            end 
            else begin
                BHT <= 2'b01;
            end
        end
    end
end
endmodule
File: flow/run.sh
#!/bin/bash
# OpenROAD 26Q1-2900-gdf79404cd8, Yosys 0.63+post, stock flow scripts
make -C /OpenROAD-flow-scripts/flow DESIGN_CONFIG=/design/flow/config.mk WORK_HOME=/design/flow/orfs finish
File: flow/config.mk
export PLATFORM = sky130hd
export DESIGN_NAME = Branch_Predictor
export DESIGN_NICKNAME = Branch_Predictor
export VERILOG_FILES = /design/flow/design.v
export SDC_FILE = /design/flow/constraint.sdc
export NUM_CORES = 4
export LEC_CHECK = 1
export CORE_AREA = 10 10 113 113
export DIE_AREA = 0 0 123 123
File: flow/constraint.sdc
current_design Branch_Predictor

set clk_period 9.6
set clk_io_pct 0.2

create_clock -name clk0 -period $clk_period [get_ports {clk_i}]

set non_clock_inputs [all_inputs -no_clocks]
set_input_delay [expr $clk_period * $clk_io_pct] -clock clk0 $non_clock_inputs
set_output_delay [expr $clk_period * $clk_io_pct] -clock clk0 [all_outputs]
==> impl_metrics.toml <==
# implementation run metrics
[clock_tree]
cts_buffers = 3
clk_pin_slew_ns = 0.03
cts_root_buf = "clkbuf_8"
holdBufCountCts = 0
cts_resized = 0
clock_path_buffers = 2
insertion_delay_ns = 0.21
cts_tree = "built"
postCtsSetupRepairBufs = 0
cts.sinks = 2
htreeDepth = 1

[finish]
largest_register_ffs = 2
layout_top_cell = "clkdlybuf4s50_1"
lay_top_cells = "129 x clkdlybuf4s50_1, 64 x nand2_1, 35 x a21oi_1, 31 x ha_1, 28 x o21ai_0"
logic_area_sq_mm = 0.002688
drive_gt1_share_pct = 4.927
fillers = 1059
largest_register = "BHT"
instances_no_fill = 684
biggestRegsByFlops = "BHT: 2 flops"
design_area_sq_mm = 0.004319
syn2layout_area_growth_pct = 50.28
seq_area_sq_um = 52.55

[power_and_ir_drop]
clockPowerShare_pct = 11.6
p_leak_nw = 1.725
power.net_switching_w = 0.0001115
intPower_w = 0.0001684
seq_power_share_pct = 5.0
irDropWorstVdd_mv = 0.03847
swShare_pct = 39.84
p_per_area_mw_per_mm2 = 64.80
p_comb_share_pct = 83.4

[synthesis]
syn_area_sq_mm = 0.002874
top_area_cell = "ha_1"
avgSynthCellArea_sq_um = 6.731
yosys_area_sq_mm = 0.002874
ys_seq_share_pct = 1.828
topCellsByArea = "ha_1 13%, nand2_1 8.4%, xnor2_1 7.6%"
async_flop_share_pct = 100.0
synth_cell_types = 63
yosysTopAreaCellShare_pct = 13.50
edf_count = 0
flop_cell = "dfstp_2"
syn_inst = 427
yosysWarnings = 1
yosysCellCount = 427
ys_seq_elements = 2

[sta]
fin_setup_tns_ns = 0
min_period_over_period_pct = 76.37
worst_slew_pin_slew_ns = 0.7080
finalClockSkew_ns = 0.001714
setup_viol = 0
slew_headroom_pct = 52.80
rsz0062_at_grt = "no"
hold_viol = 0
finalCriticalPeriod_ns = 7.331
max_freq_mhz = 136.4
drv_slew = 0

[floorplanning]
initCoreUtil_pct = 27.84
pin_count = 134
num_rows = 37
core_area_sq_mm = 0.01032
chip_area_sq_mm = 0.01513
die.size.x_microns = 123
dieHeight_microns = 123

[placement]
gp_congestion = 0.9170
dp_hpwl_mm = 9.168
placed_cells = 681
placed_area_sq_mm = 0.004278
numPortBuffers = 130

[grt]
grt_pass1_wl_mm = 17.28
grt_max_degree = 73
grt_pass1_vias = 3627
antenna_found_initial = 0
grt.total_usage_pct = 13.64
grt_overflow = 0

[setup_path]
timing.rr.start = "BHT[0]"
required_ns = 7.68
r2r_cells = 2
end_kind = "output pin"
cp-start-kind = "input port"
rrSetupSlack_ns = 8.68
crit_start = "EX_PC_i[2]"
endpoint = "PC_o[23]"
critical_path_class = "in -> out"
crit_arrival_ns = 5.41
critical_path.max_fanout = 6
crit-reg2reg-capture = "BHT[0]"

[drt]
routedWlPerCell_microns = 15.57
via_per_inst = 5.137
drc_errors = 0
drt-total-wl_mm = 10.65
drtIter0Drc = 145
antennaDiodeCount = 0
vias = 3514
antenna_left = 0
first_pass_iters = 4

[hold_path]
hp-class = "reg -> reg"

[status]
status = "complete, no violations"

[flow_run]
drv_cap = 0
log.warning_count = 26
## layer usage
layer  track usage, %  up-vias  routed length (microns)
met5                0        -                        0
met4            1.092        0                       22
met3            4.857        2                     1124
met2            21.85      121                     4676
met1            18.02     1554                     4829
li1                 -     1837                        -
## synth_stat cells (3+ instances only)
cell,instances
nand2_1,64
a21oi_1,35
ha_1,31
o21ai_0,28
xnor2_1,25
nor2_1,24
xor2_1,19
a21o_1,16
inv_1,15
nand3_1,15
nand4_1,13
nor4_1,10
nor3_1,9
clkbuf_1,8
o21bai_1,7
nand2b_1,6
nor2b_1,6
nor3b_1,6
o21a_1,6
a31oi_1,5
o211ai_1,5
a2111oi_0,4
a211oi_1,4
and2_1,4
and3_1,4
and4_1,4
o31ai_1,4
a221oi_1,3
and3_2,3
mux2_2,3
## through the flow
| stage | power (W) | utilization (%) | hold slack, ns | setup slack, ns |
|---|---|---|---|---|
| 2_1_floorplan | 0.0001332 | - | 0.6018 | 3.760 |
| 3_3_place_gp | 0.0002476 | 41.44 | 0.6139 | 2.296 |
| 3_5_place_dp | 0.0002480 | 41.44 | 0.6201 | 2.300 |
| 4_1_cts | 0.0002832 | 41.84 | 0.6205 | 2.265 |
| 5_1_grt | 0.0003101 | 41.84 | 0.6286 | 1.935 |
| 6_report | 0.0002799 | 41.84 | 0.6216 | 2.269 |
## how the worst min path moves through the flow
stage     slack (ns)      to  startpoint  depth (start not counted)
5_1_grt         0.63  BHT[1]      BHT[0]                          1
4_1_cts         0.62  BHT[1]      BHT[0]                          1
6_report        0.62  BHT[1]      BHT[0]                          1
## layout make-up
class / instances / share of cell area, %
timing repair buffer: 132 / 30.36
inverter: 15 / 1.304
sequential: 2 / 1.217
multi-input combinational: 396 / 62.22
clock buffer: 3 / 0.9560
tap: 136 / 3.940
## cell families after synthesis
logic type	after synthesis	share of synthesized area, %
adder cells (fa/ha/maj)	32	14.19
buffers and inverters	29	4.658
XOR/XNOR	44	13.41
AND-OR/OR-AND	133	30.56
flip-flops	2	1.828
AND/OR/NAND/NOR	182	33.48
multiplexers	5	1.872
## critical path, cell delays in order
cell and delay [ns]:
clkdlybuf4s50_1 0.58, inv_1 0.09, fa_1 0.47, nor2b_1 0.18, o2111ai_1 0.18, a211o_1 0.38, a21oi_1 0.33, o211ai_1 0.20
and3_1 0.21, a211oi_1 0.32, clkdlybuf4s50_1 0.55
## power groups by stage
stage	logic, W	registers [W]	clock network [W]
4_1_cts	0.000236	0.0000141	0.0000336
5_1_grt	0.000261	0.0000146	0.0000346
6_report	0.000233	0.0000141	0.0000325
Power figures rest on the tool's default switching activity, not on a simulated workload.
