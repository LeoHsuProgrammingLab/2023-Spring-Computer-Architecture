==> /design/flow/design.v <==
module MUX32(
    Data1_i, 
    Data2_i, 
    Choose_i, 
    Data_o
);
input [31:0] Data1_i;
input [31:0] Data2_i;
input Choose_i;
output [31:0] Data_o;
assign Data_o = (Choose_i) ? Data2_i : Data1_i;
endmodule
module MUX32_4(
    Data1_i, 
    Data2_i, 
    Data3_i, 
    Data4_i, 
    Choose_i,
    Data_o
);
input [31:0] Data1_i;
input [31:0] Data2_i;
input [31:0] Data3_i;
input [31:0] Data4_i;
input [1:0] Choose_i;
output [31:0] Data_o;
assign Data_o = (Choose_i == 2'b00) ? Data1_i : 
                   (Choose_i == 2'b01) ? Data2_i :
                   (Choose_i == 2'b10) ? Data3_i : Data4_i;
endmodule
==> /design/flow/run.sh <==
#!/bin/bash
# OpenROAD 26Q1-2900-gdf79404cd8, Yosys 0.63+post, stock flow scripts
make -C /OpenROAD-flow-scripts/flow DESIGN_CONFIG=/design/flow/config.mk WORK_HOME=/design/flow/orfs finish
==> /design/flow/config.mk <==
export PLATFORM = sky130hd
export DESIGN_NAME = MUX32_4
export DESIGN_NICKNAME = MUX32_4
export VERILOG_FILES = /design/flow/design.v
export SDC_FILE = /design/flow/constraint.sdc
export NUM_CORES = 4
export LEC_CHECK = 1
export CORE_AREA = 10 10 76 76
export DIE_AREA = 0 0 86 86
==> /design/flow/constraint.sdc <==
current_design MUX32_4

set clk_period 3.1
set clk_io_pct 0.2

create_clock -name clk0 -period $clk_period

set non_clock_inputs [all_inputs -no_clocks]
set_input_delay [expr $clk_period * $clk_io_pct] -clock clk0 $non_clock_inputs
set_output_delay [expr $clk_period * $clk_io_pct] -clock clk0 [all_outputs]
==> flow_metrics.py <==
# Generated from Yosys and OpenROAD reports
metrics = {
    "logic_synthesis": {
        "ys_cells": 39,
        "ys_seq_frac": 0,
        "ys_area_um2": 814.5,
        "top_cell_area_share": 0.8295,
        "syn_area_um2": 814.5,
        "ys_top_cells_by_area": "mux4_2 83%, buf_12 7.4%, mux4_1 6.5%, buf_2 1.8%, buf_6 1.4%",
        "syn_avg_cell_area_um2": 20.89,
        "yosysTopAreaCell": "mux4_2",
        "synth.cells.most_frequent": "30 x mux4_2, 3 x buf_12, 3 x buf_2",
        "synth.distinct_cells": 5,
        "synth.most_common_cell": "mux4_2",
        "synthCells": 39,
        "yosys_warnings": 0,
    },
    "routing": {
        "drc": 0,
        "drtIter0Drc": 19,
        "wl_per_cell_um": 23.12,
        "vias": 1153,
        "diodes": 0,
        "ant_nets": 0,
        "wirelength_mm": 5.687,
        "firstDrtPassIters": 4,
        "post_drt_via_cell_ratio": 4.687,
    },
    "cells_and_area": {
        "finish.utilization": 0.5947,
        "register_area_um2": 0,
        "fin_cells": 246,
        "fillers": 335,
        "flops": 0,
        "comb_area_um2": 728.2,
        "clock_buffers": 0,
        "drive_gt1_frac": 0.1684,
        "syn_to_final_growth_pct": 200.5,
    },
    "hold_path": {
        "min_from": "Choose_i[0]",
        "min_to": "Data_o[16]",
        "min_path_type": "input pin to primary output",
        "hold_depth": 4,
    },
    "timing": {
        "rsz0062_at_grt": "false",
        "relSlewSlack": 0.8379,
        "hold-worst-slack_ps": 2311,
        "fmax_mhz": 363.8,
        "tightest_slew_ps": 243.2,
        "period_used_share": 0.8867,
        "hold_violations": 0,
        "tns_ps": 0,
        "maxSlewViolCount": 0,
        "finalSetupViolations": 0,
        "fin_ws_ps": 351.1,
        "finalCriticalPeriod_ps": 2749,
    },
    "clock_tree": {
        "cts_resized": 0,
        "cts_setup_buffers": 0,
        "hold_buffers": 0,
    },
    "setup_path": {
        "cp_slowest_cell": "clkdlybuf4s50_1",
        "crit_chain": "clkdlybuf4s50_1, buf_12, mux4_2, clkdlybuf4s50_1",
        "arrival_ps": 2130,
        "critical_path_class": "input pin to primary output",
        "worst_path_largest_cell_delay_ps": 500,
        "cp_common_cell": "clkdlybuf4s50_1",
        "required_ps": 2480,
        "cp-start-kind": "input pin",
        "cp-end-kind": "primary output",
        "critPathMaxFanout": 32,
    },
    "floorplanning": {
        "core_area_um2": 4115,
        "num_io_pins": 162,
        "dieArea_um2": 7396,
        "die_y_um": 86,
        "fp-utilization": 0.1979,
        "die_x_um": 86,
        "num_rows": 23,
    },
    "global_route": {
        "grt_max_degree": 33,
        "grt_pass1_vias": 1350,
        "track_usage": 0.1493,
        "grt_pass1_wl_mm": 8.549,
        "overflow": 0,
        "antenna_found_initial": 0,
    },
    "pwr": {
        "switching_share": 0.1815,
        "internal_power_w": 0.0002774,
        "p_per_area_nw_per_um2": 138.5,
        "power_frac_seq": 0,
        "p_leak_nw": 0.8647,
        "ir_drop_mv": 0.1133,
        "switchingPower_w": 0.00006151,
        "pwr-share-comb": 1.000,
        "pwr-share-clk": 0,
    },
    "place": {
        "port_buffers": 162,
        "hpwl_mm": 5.175,
        "gp_congestion": 0.8966,
        "placedCellCount": 246,
        "place_ws_ps": 352.7,
    },
    "job": {
        "maxCapViolations": 0,
        "warnings": 33,
    },
    "outcome": {
        "status": "complete, no violations",
    },
}
==> cells in the final DEF (no fill, tap or decap) <==
master | Yosys | routed
clkdlybuf4s50_1 | 0 | 161
mux4_2 | 30 | 30
buf_2 | 3 | 1
mux4_1 | 2 | 2
buf_12 | 3 | 2
==> worst max-delay path: cells and delay by family <==
kind	cells	cell delay (ps)
mux	1	320
buf+inv	3	1170
==> stage by stage <==
step	power, W	area (µm²)
after floorplan	0.00009122	814.5
after global routing	0.0003628	2447
after CTS	0.0003447	2447
after global placement	0.0003406	2447
after detailed placement	0.0003431	2447
final	0.0003389	2447
==> per-layer routing <==
| metal | GRT usage | vias up | routed length [µm] |
|---|---|---|---|
| met5 | 0 | - | 0 |
| met3 | 0.05148 | 0 | 564 |
| met4 | 0 | 0 | 0 |
| li1 | - | 523 | - |
| met1 | 0.1815 | 553 | 2142 |
| met2 | 0.2650 | 77 | 2981 |
==> cell type report <==
class / count / share of cell area
timing repair buffer: 164 / 0.6769
multi-input combinational: 32 / 0.2975
tap: 50 / 0.02556
==> how the worst max path moves through the flow <==
stage | depth (start not counted) | from | slack, ps | endpoint
CTS | 4 | Choose_i[1] | 360 | Data_o[3]
global route | 4 | Choose_i[1] | 320 | Data_o[14]
finish | 4 | Choose_i[1] | 350 | Data_o[20]
==> power groups by stage <==
stage         sequential (W)  clock (W)  combinational, W
finish                     0          0          0.000339
global route               0          0          0.000363
CTS                        0          0          0.000345
==> logic make-up after synthesis <==
family / Yosys count / synth area share
buffers and inverters: 7 / 0.1060
multiplexers: 32 / 0.8940
No activity file was given, so power comes from the tool's default toggle rates.
